**/design/flow/design.v**
```verilog
module Receiver #(parameter [15:0] BIT_RATE_VAL = 16'h01B0) (
	input wire clk,
	input wire res,
	input wire rx,
	output wire take,
	output wire [7:0] dout
);
reg [3:0] FSM;
reg [3:0] bit_count;
reg [15:0] clk_count;
reg [9:0] received;
initial begin
	FSM <= 4'h0;
	bit_count <= 4'h0;
	clk_count <= 16'h0000;
	received <= {10{1'b0}};
end
assign dout = received[8:1];
assign take = (FSM == 4'h5)? 1'b1:1'b0;
always @(posedge clk) begin
	if (res)
		FSM <= 4'h0;
	else begin
		case (FSM)
			4'h0: if (!rx) FSM <= 4'h1;
			4'h1: FSM <= 4'h2;
			4'h2: if (clk_count == 16'h0000) FSM <= 4'h3;
			4'h3: FSM <= 4'h4;
			4'h4: if (bit_count == 4'h0) FSM <= 4'h5; else FSM <= 4'h2;
			4'h5: FSM <= 4'h0;
			default: FSM <= 4'h0;
		endcase
	end
end
always @ (posedge clk) begin
	if (res)
		bit_count <= 4'h0;
	else begin
		if (FSM == 4'h1)
			bit_count <= 4'ha;
		if (FSM == 4'h3)
			bit_count <= bit_count - 1;
	end
end
always @ (posedge clk) begin
	if (res)
		clk_count <= 16'h0000;
	else begin
		if (FSM == 4'h1)
			clk_count <= {1'b0,BIT_RATE_VAL[15:1]};
		if (FSM == 4'h3)
			clk_count <= BIT_RATE_VAL;
		if (FSM == 4'h2)
			clk_count <= clk_count - 1;
	end
end
always @ (posedge clk) begin
	if (res)
		received <= {10{1'b0}};
	else begin
		if (FSM == 4'h0)
			received <= {10{1'b0}};
		if (FSM == 4'h3)
			received <= {rx,received[9:1]};
	end
end
endmodule
```
**/design/flow/run.sh**
```bash
#!/bin/bash
# OpenROAD 26Q1-2900-gdf79404cd8, Yosys 0.63+post, stock flow scripts
make -C /OpenROAD-flow-scripts/flow DESIGN_CONFIG=/design/flow/config.mk WORK_HOME=/design/flow/orfs finish
```
**/design/flow/config.mk**
```make
export PLATFORM = sky130hd
export DESIGN_NAME = Receiver
export DESIGN_NICKNAME = Receiver
export VERILOG_FILES = /design/flow/design.v
export SDC_FILE = /design/flow/constraint.sdc
export NUM_CORES = 4
export LEC_CHECK = 1
export CORE_UTILIZATION = 30
```
**/design/flow/constraint.sdc**
```tcl
current_design Receiver

set clk_period 3.5
set clk_io_pct 0.2

create_clock -name clk0 -period $clk_period [get_ports {clk}]

set non_clock_inputs [all_inputs -no_clocks]
set_input_delay [expr $clk_period * $clk_io_pct] -clock clk0 $non_clock_inputs
set_output_delay [expr $clk_period * $clk_io_pct] -clock clk0 [all_outputs]
```
==> impl_report.txt <==
=== SYNTHESIS / PLACE & ROUTE SUMMARY ===
----------------------------------------------------
[GRT]
  Overall Global Routing Usage ........................ 0.131
  Wire length of the first global-routing pass ........................ 6.35 mm
  Pin count of the biggest net entering global routing ........................ 31
  Total gr overflow ........................ 0
  Antenna violations before repair ........................ 0
  Number of global-route vias before repair ........................ between 1000 and 1500

[Die]
  Cell Rows ........................ 27
  Area of the chip ........................ 0.00599 sq mm
  X dimension of the die ........................ around 77 microns
  Initial Util ........................ 0.310
  Vertical extent of the die ........................ just under 80 microns
  Core footprint ........................ 0.00551 sq mm
  Num ports ........................ 12

[Flow run]
  Maximum Capacitance Violations ........................ 0
  Log Warnings ........................ 25

[Logic synthesis]
  Top cells by area in the synthesized netlist ........................ dfxtp_1, nor2_1, a22o_1
  Yosys stat cell total ........................ ~210
  Distinct lib cells ........................ around 42
  Synth flops ........................ 32
  Total number of yosys warnings ........................ 1
  Number of instances in the synthesized netlist ........................ just over 200
  Fraction of synthesized cell area taken by the top area cell type ........................ 0.375
  Area of the mapped netlist ........................ 0.00171 sq mm
  Post-synth top area cell ........................ dfxtp_1
  Average cell area after synthesis ........................ 8.33 sq um
  Register share after synthesis ........................ 0.375
  Yosys chip area ........................ about 0.0017 sq mm

[Setup path]
  Crit start category ........................ flop
  Crit path arrival time ........................ 1.76 ns
  Required time of the critical path ........................ roughly 2.8 ns
  Crit Path Max Fanout ........................ 22
  Critical setup path kind ........................ flop to primary output
  Type of element capturing the critical path ........................ primary output

[Clock network]
  Post-CTS Setup Inserts ........................ 0
  Clock root buffer ........................ clkbuf_8
  Num Clock Sinks ........................ 32
  Number of buffers created by CTS ........................ 5
  Hold-fix buffer count after cts ........................ 0
  TritonCTS clock tree ........................ yes
  Worst-path clk slew ........................ roughly 0.070 ns
  CTS resizes ........................ 0
  Count of H-tree levels built during CTS ........................ 2
  Clock Path Buffers ........................ 2
  Worst-skew pair later-pin latency ........................ slightly below 0.3 ns

[Finish]
  Fillcell total ........................ ~570
  Final standard cell utilization of the core ........................ 0.349
  Fraction of layout instances using a drive strength above 1 ........................ 0.106
  Area added between synthesis and finish ........................ 12.7%
  Flop area ........................ approximately 640 sq um
  Leading cell type in the layout, fill and taps excluded ........................ dfxtp_1
  Most frequent logic cells in the routed design ........................ dfxtp_1, nor2_1, o21ai_0, a21oi_1, clkdlybuf4s50_1
  Area of the multi-input gates ........................ 926 sq um
  Final instance area ........................ 0.00192 sq mm

[Detailed routing]
  Routed len/inst ........................ 13.2 microns
  Post-detailed-route via-to-cell ratio ........................ about 5.3
  Total DRC errors in the routed layout ........................ 0
  DRT Wirelength ........................ 3.69 mm
  Number of antenna cells inserted ........................ 0
  Highest metal layer with signal wires ........................ met4
  1st-iter DRT viols ........................ roughly 140
  Met2 WL post-DR ........................ around 1.5 mm
  Total length of routed met3 wires ........................ 179 microns
  Total number of vias ........................ 1491
  Number of routed nets with antenna violations ........................ 0
  Sum of routed wire segments on met1 ........................ ~1.9 mm
  First-pass iteration count of the detailed router ........................ 4

[Place]
  RD Place Congestion ........................ 0.810
  Total placed instance area ........................ around 0.0018 sq mm
  Post-Place Setup Slack ........................ about 1.3 ns
  HPWL reported at the end of detailed placement ........................ between 2 and 2.5 mm
  Count of buffers inserted at the top-level ports ........................ 11

[Min path]
  Hold WC Path Type ........................ flop to flop

[STA]
  Actual transition at the worst max-transition pin ........................ 0.646 ns
  Final Hold Violation Tally ........................ 0
  Slack of the critical path ........................ between 1 and 1.5 ns
  Final cycle utilization of the critical path ........................ 0.704
  Final min period ........................ 2.46 ns
  Worst hold margin ........................ approximately 0.49 ns
  Final setup viols ........................ 0
  Number of pins with negative max-slew slack in the final report ........................ 0
  Total negative setup slack ........................ 0 ns
  Clk_skew ........................ 0.00599 ns
  FMAX ........................ a little over 400 MHz
  Unrepaired setup endpoints after global routing ........................ no
  Max transition margin ........................ 0.569

[Pwr]
  Sw power ........................ ~0.33 mW
  Clock power share ........................ 0.299
  Relative contribution of sequential cells to total power ........................ 0.441
  Reported leakage power ........................ around 0.65 nW
  Worst-case vdd ir drop ........................ 180 uV
  Combinational power share ........................ 0.260
  Net switching share of the total power ........................ 0.343
  Internal cell power ........................ 0.635 mW
  Cell area power density ........................ approximately 500 mW/mm^2

[Run status]
  Outcome ........................ finished, final reports clean

----------------------------------------------------
[final timing paths]
check                  to  cells after the start  slack [ns]          from
max                  take                      2        1.04        FSM[2]
min reg2reg  bit_count[3]                      1        0.49  bit_count[3]
max reg2reg        FSM[0]                      6        1.55  clk_count[0]
min          bit_count[3]                      1        0.49  bit_count[3]
[cell usage after synthesis]
library cell and count:
nor4_4 2, a21oi_1 13, nor4b_1 1, o21ai_0 13, mux2i_1 1, nand2_1 10, dfxtp_1 32, o21bai_1 2
inv_1 7, a211oi_2 1, or2_2 2, a311oi_1 3, a2bb2oi_1 1, nor2_1 22, xor2_1 2, a22o_1 9
or4_1 3, ha_1 2, and2_1 1, nor4_1 2, clkbuf_1 12, nor3_1 3, o311ai_0 1, nand4b_1 1
a211oi_1 2, a31oi_1 8, nand4_1 5, a22oi_1 10, or4b_2 1, buf_2 1, nor2b_1 5, nand3_1 5
nor3b_4 1, o21a_1 1, nand2b_1 2, nor3b_1 2, o31ai_1 2, buf_1 1, or3b_2 2, nand3b_1 1
and3_1 2, buf_4 8
[cell families after synthesis]
family	after synthesis	synth area share
compound gates	66	0.260
buf+inv	29	0.0821
xor+xnor	2	0.0103
mux	1	0.00587
simple gates	73	0.252
fa+ha+maj	2	0.0147
flops	32	0.375
[layer usage]
| layer | GRT usage | vias to the layer above |
|---|---|---|
| met4 | 0.0302 | 0 |
| met3 | 0.0263 | 8 |
| met2 | 0.204 | 41 |
| li1 | - | 758 |
| met5 | 0 | - |
| met1 | 0.189 | 684 |
[critical path, cell delays in order, from the launching register on]
cell	delay (ns)
dfxtp_1	0.74
and3_1	0.28
clkdlybuf4s50_1	0.46
[registers in the layout, summed over array words and instances (netlist names)]
register	cells
received	9
clk_count	16
FSM	3
bit_count	4
[final cells by class]
type                            instances  area share
Sequential cell                        32       0.333
Clock buffer                            5      0.0358
Inverter                                7      0.0137
Tap cell                               72      0.0468
Multi-Input combinational cell        144       0.481
Timing Repair Buffer                   16      0.0768
Clock inverter                          3      0.0124
[stage by stage]
stage	total power, mW	std cells
detailed placement	0.683	271
global route	1.03	279
finish	0.966	279
global placement	0.684	271
CTS	0.977	279
floorplan	0.623	205
[power groups by stage]
| stage | Combinational [mW] | Sequential [mW] | Clock (mW) |
|---|---|---|---|
| CTS | 0.251 | 0.426 | 0.300 |
| global route | 0.282 | 0.431 | 0.316 |
| finish | 0.251 | 0.426 | 0.289 |
Power is estimated from default activity; no workload was simulated.
