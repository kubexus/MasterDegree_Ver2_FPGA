[flow/config.mk]
export PLATFORM = sky130hd
export DESIGN_NAME = NLFSR
export DESIGN_NICKNAME = NLFSR
export VERILOG_FILES = /design/flow/design.v
export SDC_FILE = /design/flow/constraint.sdc
export NUM_CORES = 4
export LEC_CHECK = 1
export CORE_UTILIZATION = 40
[flow/constraint.sdc]
current_design NLFSR

set clk_period 6.3
set clk_io_pct 0.2

create_clock -name clk0 -period $clk_period [get_ports {clk}]

set non_clock_inputs [all_inputs -no_clocks]
set_input_delay [expr $clk_period * $clk_io_pct] -clock clk0 $non_clock_inputs
set_output_delay [expr $clk_period * $clk_io_pct] -clock clk0 [all_outputs]
[flow/design.v]
module NLFSR #(parameter SIZE = 24, NUM_OF_TAPS = 6)(
	input 								clk,
	input 								res,
	input 								ena,
	input [(NUM_OF_TAPS*8)-1:0]	co_buf,
	output reg	failure,
	output reg	found
);
parameter [35:0] period = (2**SIZE) - 1;
parameter INIT_VAL = {{SIZE-1{1'b0}},1'b1};
reg [35:0] i;
reg [SIZE-1:0] state;
reg [NUM_OF_TAPS:1] TAPS;
initial begin
	i <= 0;
	state <= INIT_VAL;
	failure <= 1'b0;
	found 	<= 1'b0;
	TAPS <= {NUM_OF_TAPS{1'b0}};
end
wire feedback;
assign feedback = state[0] ^ (TAPS[1] & TAPS[2]) ^ TAPS[3] ^ TAPS[4] ^ TAPS[5] ^ TAPS[6]; 
always @ (posedge clk) begin
	if (res) begin
		state 	<= INIT_VAL;
		found 	<= 1'b0;
		failure 	<= 1'b0;
		i 			<= {36{1'b0}};
	end
	if (ena) begin
		if (!found && !failure) begin
			state <= {feedback, state[SIZE-1:1]};
			i <= i + 1;
		end
		if (state == INIT_VAL) begin
			if (i == period)
				found <= 1'b1; 
			if (i > 5 && i < period)
				failure <= 1'b1;
		end
		if (i > period + 3)
			failure <= 1'b1;
	end
end
genvar j;
generate
for (j = 1; j <= NUM_OF_TAPS; j = j + 1) 
	begin: TAPSY
	always @ (*) begin
		if (res) begin
			TAPS[j] <= 1'b0;
		end 
		if (ena) begin
			case (co_buf[j*8-1-:8])
				8'h01 :	TAPS[j] <= state[1];
				8'h02 :	TAPS[j] <= state[2];
				8'h03 :	TAPS[j] <= state[3];
				8'h04 :	TAPS[j] <= state[4];
				8'h05 :	TAPS[j] <= state[5];
				8'h06 :	TAPS[j] <= state[6];
				8'h07 :	TAPS[j] <= state[7];
				8'h08 :	TAPS[j] <= state[8];
				8'h09 :	TAPS[j] <= state[9];
				8'h0a :	TAPS[j] <= state[10];
				8'h0b :	TAPS[j] <= state[11];
				8'h0c :	TAPS[j] <= state[12];
				8'h0d :	TAPS[j] <= state[13];
				8'h0e :	TAPS[j] <= state[14];
				8'h0f :	TAPS[j] <= state[15];
				8'h10 :	TAPS[j] <= state[16];
				8'h11 :	TAPS[j] <= state[17];
				8'h12 :	TAPS[j] <= state[18];
				8'h13 :	TAPS[j] <= state[19];
				8'h14 :	TAPS[j] <= state[20];
				8'h15 :	TAPS[j] <= state[21];
				8'h16 :	TAPS[j] <= state[22];
				8'h17 :	TAPS[j] <= state[23];
				default : TAPS[j] <= 1'b0;
			endcase
		end
	end
end
endgenerate
endmodule
[flow/run.sh]
#!/bin/bash
# OpenROAD 26Q1-2900-gdf79404cd8, Yosys 0.63+post, stock flow scripts
make -C /OpenROAD-flow-scripts/flow DESIGN_CONFIG=/design/flow/config.mk WORK_HOME=/design/flow/orfs finish
==> datasheet_impl.txt <==
Table: implementation figures

Parameter                              Value

Clocking
  Number of CTS-inserted buffers    9
  Root cell of the clock tree    sky130_fd_sc_hd__clkbuf_16
  Number of hold-repair buffers added at the cts stage    0
  Setup fix buffers added after clock tree synthesis    0
  Max H-tree Level    3
  CTS tree    done
  Total of cells resized after clock tree synthesis    0
  Bufs on Longest Clock Path    2
  Clock slew at reported path FFs    50 ps
  Clock Latency Late Sink    330 ps

Timing
  Hold Fails Final Rpt    0
  Shortest period the worst path allows    approximately 3700 ps
  Pins Over Slew Limit    0
  Count of endpoints without a timing constraint    6
  Clock skew after layout    6.50 ps
  Relative slew slack    45.4%
  Total negative slack    0 ps
  Ratio of final minimum period to clock period    59.2%
  Setup Viol. Count Final    0
  Worst Tran Pin Value    819 ps
  Maximum clock rate    268 MHz
  Setup repair after global routing missed its margin    no
  Register pins left without a clock    6

Routing
  Total wire length    13000 µm
  Number of design-rule violations left by the first detailed-router iteration    335
  Count of unresolved DRC violations after routing    0
  N_diodes    0
  Total number of vias    4583
  Pre-Repair DR Iteration Count    6
  Mean number of vias per cell    about 6.0
  Number of antenna-violating nets in the routed design    0
  Average wire per standard cell    16.9 µm

Die
  Rows    39
  Die span in y    110 µm
  Core Box Area    ~0.011 mm²
  Die width    roughly 110 µm
  Total die area    0.0122 mm²
  Top-level port count    approximately 53
  Fp_density    41.2%

Synthesis
  Cells taking the most area after synthesis    sky130_fd_sc_hd__dfxtp_1 (26%), sky130_fd_sc_hd__nand2_1 (7.7%), sky130_fd_sc_hd__nand3_1 (6.4%), sky130_fd_sc_hd__mux2i_1 (6.0%), sky130_fd_sc_hd__mux4_2 (5.3%)
  Post-synthesis simple-gate area fraction    32.2%
  Proportion of synthesized area in mux cells    13.6%
  Distinct cells, synth    67
  Flops after synth    68
  Combined area of all synthesized cells    0.00470 mm²
  Most common reg cell    sky130_fd_sc_hd__dfxtp_1
  Cell type with the highest aggregate area in the netlist    sky130_fd_sc_hd__dfxtp_1
  Post-synthesis cell type with the largest instance count    sky130_fd_sc_hd__nand2_1
  Number of cell instances after yosys synthesis    615
  Fraction of synthesis flops using an asynchronous set or reset pin    0%
  Most used standard cells in the synthesized netlist    sky130_fd_sc_hd__nand2_1 (97), sky130_fd_sc_hd__dfxtp_1 (62), sky130_fd_sc_hd__nand3_1 (60)
  Synthesized-area fraction occupied by ao, oa, aoi and oai cells    17.8%
  Number of synthesized flops with an enable pin    0
  Yosys synthesis warning count    1
  Main logic family after synthesis    simple AND/OR/NAND/NOR gates
  Top area contributor share    26.4%
  Mean instance size in the synthesized netlist    7.64 µm²
  Adder Share, Synth    1.06%
  Chip area estimate from yosys synthesis    0.00470 mm²
  Synthesized instance count    between 600 and 700
  Xor+xnor area frac    less than 1%

Power and ir drop
  Leakage dissipation    1.98 nW
  Power density cells    219 mW/mm²
  Worst ir drop on vdd    around 150 µV

Worst setup path
  Register-to-register setup slack    3730 ps
  Element type at the critical path end    flop
  Crit path max fanout    ~40
  Last element of the critical path    i[24]
  Launch point of the worst reg-to-reg path    i[0]
  Critical path launch point type    primary input
  Cell count of the worst reg-to-reg path    6
  Max stage delay on crit path    840 ps
  Critical setup path kind    in -> reg
  CP Data Required Time    6500 ps
  Data arrival time of the worst path    approximately 3900 ps
  End of the worst register-to-register path    i[32]
  Critical-path top delay cell    sky130_fd_sc_hd__or3b_2
  Crit path from    ena
  Critical path, cell by cell    clkdlybuf4s50_1 > or3b_2 > nor4b_2 > and2_1 > nand3_1 > mux2i_1

Global routing
  Vias in the first global route    4089
  Remaining global-route overflow    0
  Wire length of the first global-routing pass    20900 µm
  Overall track demand over capacity in global routing    22.8%
  Initial antenna violation count    0
  Maximum number of pins on one net before global-route repair    41

Placed design
  Number of buffer cells added on primary ports    52
  Post-DP HPWL    8690 µm
  Standard cell area after detailed placement    0.00519 mm²
  Placer's final routability congestion estimate    0.866

Status
  Outcome    complete, no violations

Min path
  HP Class    reg -> reg
  Origin of the worst min-delay path    i[35]

Finish
  Core occupancy in the finished layout    between 40% and 50%
  Layout area overhead    16.8%
  Final Instance Area    ~0.0055 mm²
  Share of final-layout standard cells stronger than drive strength 1    between 7 and 8%

Job
  Max_cap viols    0
  Number of warnings in the stage logs    28
-- state kept, by name (all words and copies together), names as in the netlist --
name / count
i: 36
found: 1
failure: 1
state: 24
TAPS: 6
-- kinds of logic after synthesis --
| family | Yosys count |
|---|---|
| flip-flops | 62 |
| adder cells (fa/ha/maj) | 4 |
| multiplexers | 49 |
| AND-OR/OR-AND | 123 |
| AND/OR/NAND/NOR | 291 |
| XOR/XNOR | 5 |
| latches | 6 |
| buffers and inverters | 75 |
-- layout by cell type, fill, tap and decap left out, types with 7 or more instances in the layout --
master and instances:
sky130_fd_sc_hd__a21oi_1 12, sky130_fd_sc_hd__nand2_1 97, sky130_fd_sc_hd__nor4_1 17, sky130_fd_sc_hd__nor3_1 15, sky130_fd_sc_hd__o31ai_1 17, sky130_fd_sc_hd__mux4_2 11, sky130_fd_sc_hd__o21ai_0 34, sky130_fd_sc_hd__inv_1 16
sky130_fd_sc_hd__o211ai_1 9, sky130_fd_sc_hd__nand4_1 13, sky130_fd_sc_hd__mux2_2 10, sky130_fd_sc_hd__a31oi_1 7, sky130_fd_sc_hd__mux2i_1 28, sky130_fd_sc_hd__and3_1 11, sky130_fd_sc_hd__nand3_1 60, sky130_fd_sc_hd__clkdlybuf4s50_1 52
sky130_fd_sc_hd__clkbuf_16 9, sky130_fd_sc_hd__dfxtp_1 62, sky130_fd_sc_hd__nand3b_1 7, sky130_fd_sc_hd__nor2_1 31
-- layer usage --
metal  vias to the layer above  track usage (%)  share of wire, %
met2                       171             35.9                45
li1                       2293                -                 -
met4                         0             5.26               1.4
met3                        20             3.48               6.9
met5                         -                0                 0
met1                      2099             33.8                46
-- stage by stage --
step	total power [mW]	instances	worst slack (ps)	hold slack, ps
after floorplan	0.642	615	3600	438
after global placement	0.730	753	2240	472
after detailed placement	0.734	753	2230	483
after CTS	1.21	769	2550	498
after global routing	1.26	769	2330	518
final	1.20	769	2570	495
-- power breakdown --
group / internal, mW / switching [mW] / total (mW)
clock network: 0.291 / 0.182 / 0.473
registers: 0.421 / 0.0514 / 0.472
logic: 0.114 / 0.141 / 0.255
total: 0.826 / 0.374 / 1.20
-- worst max-delay path, delay by kind of cell --
family                 cells  cell delay (ps)
multiplexers               1              130
buffers and inverters      1              770
AND/OR/NAND/NOR            4             1760
-- layout make-up --
cell class / instances / area (µm²)
well taps: 143 / 179
clock buffers: 11 / 253
multi-input cells: 472 / 3090
repair buffers: 54 / 536
flip-flops and latches: 68 / 1330
inverters: 16 / 60.1
clock inverters: 5 / 41.3
fillers: 1095 / 5930
-- how the worst min path moves through the flow --
stage,to,slack (ps),cells past startpoint
final,i[35],490,2
after global routing,i[23],520,1
after CTS,i[16],500,1
Power and IR drop assume default switching activity.
